`flow/config.mk`:
```
export PLATFORM = sky130hd
export DESIGN_NAME = Async_FIFO
export DESIGN_NICKNAME = Async_FIFO
export VERILOG_FILES = /design/flow/design.v
export SDC_FILE = /design/flow/constraint.sdc
export NUM_CORES = 4
export LEC_CHECK = 1
export CORE_UTILIZATION = 40
```
`flow/run.sh`:
```
#!/bin/bash
# OpenROAD 26Q1-2900-gdf79404cd8, Yosys 0.63+post, stock flow scripts
make -C /OpenROAD-flow-scripts/flow DESIGN_CONFIG=/design/flow/config.mk WORK_HOME=/design/flow/orfs finish
```
`flow/constraint.sdc`:
```
current_design Async_FIFO

set clk_period 4.0
set clk_io_pct 0.2

create_clock -name clk0 -period $clk_period [get_ports {clk_rd}]
create_clock -name clk1 -period $clk_period [get_ports {clk_wr}]

set non_clock_inputs [all_inputs -no_clocks]
set_input_delay [expr $clk_period * $clk_io_pct] -clock clk0 $non_clock_inputs
set_output_delay [expr $clk_period * $clk_io_pct] -clock clk0 [all_outputs]
```
`flow/design.v`:
```
module Async_FIFO (data_in,wr_en,rd_en,clk_wr,clk_rd,rst_n,data_out,full,empty,overflow,underflow);
parameter FIFO_WIDTH = 4;						  
parameter FIFO_DEPTH = 8;                   	 
localparam ADDR_SIZE = $clog2(FIFO_DEPTH); 
input clk_wr,clk_rd,rst_n;          		  
input wr_en,rd_en;							 
input [FIFO_WIDTH-1:0] data_in;
output reg [FIFO_WIDTH-1:0] data_out;             
output full,empty;
output reg overflow,underflow; 
reg [ADDR_SIZE:0] wr_ptr,rd_ptr;                    
reg [ADDR_SIZE:0] wr_ptr_sync0,wr_ptr_sync1;       
reg [ADDR_SIZE:0] rd_ptr_sync0,rd_ptr_sync1;      
reg [ADDR_SIZE:0] wr_ptr_gray,rd_ptr_gray;       
reg [FIFO_WIDTH-1:0] FIFO [0:FIFO_DEPTH-1];
always @(posedge clk_wr or negedge rst_n) begin
	if(!rst_n) begin
		wr_ptr <= 0;
	end
	else if(wr_en == 1 && full == 0) begin
		FIFO[wr_ptr[ADDR_SIZE-1:0]] <= data_in;
		wr_ptr <= wr_ptr + 1;
	end
end
always @(posedge clk_rd or negedge rst_n) begin
	if(!rst_n) begin
		data_out <= 0;
		rd_ptr <= 0;
	end
	else if(rd_en == 1 && empty == 0) begin
		data_out <= FIFO[rd_ptr[ADDR_SIZE-1:0]];
		rd_ptr <= rd_ptr + 1;
	end
end
always @ (rd_ptr) begin
	rd_ptr_gray = (rd_ptr >> 1) ^ rd_ptr;
end
always @ (wr_ptr) begin
	wr_ptr_gray = (wr_ptr >> 1) ^ wr_ptr;
end
always @(posedge clk_rd or negedge rst_n) begin
	if (!rst_n) begin
		wr_ptr_sync0 <= 0;
		wr_ptr_sync1 <= 0;
	end
	else begin
		wr_ptr_sync0 <= wr_ptr_gray;
		wr_ptr_sync1 <= wr_ptr_sync0;
	end
end
always @(posedge clk_wr or negedge rst_n) begin
	if (!rst_n) begin
		rd_ptr_sync0 <= 0;
		rd_ptr_sync1 <= 0;
	end
	else begin
		rd_ptr_sync0 <= rd_ptr_gray;
		rd_ptr_sync1 <= rd_ptr_sync0;
	end
end
assign full = ((wr_ptr_gray[ADDR_SIZE-2:0] == rd_ptr_sync1[ADDR_SIZE-2:0]) && (wr_ptr_gray[ADDR_SIZE-1] != rd_ptr_sync1[ADDR_SIZE-1]) && (wr_ptr_gray[ADDR_SIZE] != rd_ptr_sync1[ADDR_SIZE])) ? 1 : 0;
assign empty = (wr_ptr_sync1 == rd_ptr_gray) ? 1 : 0;
always @(posedge clk_wr or negedge rst_n) begin
	if(!rst_n)
		overflow <= 0;
	else if (full == 1 && wr_en == 1)
		overflow <= 1;
	else 
		overflow <= 0;
end
always @(posedge clk_rd or negedge rst_n) begin
	if(!rst_n)
		underflow <= 0;
	else if (empty == 1 && rd_en == 1)
		underflow <= 1;
	else 
		underflow <= 0;
end
endmodule
```
==> flow_metrics.py <==
# Physical implementation metrics
metrics = {
    "final_layout": {
        "mostFrequentLayoutCell": "edfxtp_1",
        "fillers": 511,
        "final_cells": 265,
        "post-route-util": 0.485,
        "drive_above_1_share": 0.126,
        "area_growth_pct": 14.9,
        "final_cell_mix": "edfxtp_1 (32), dfrtp_1 (30), ha_1 (16), clkdlybuf4s50_1 (15), inv_1 (11)",
    },
    "worst_setup_path": {
        "worst_setup_path_end_kind": "output port",
        "crit_fanout": 16,
        "start_kind": "flop",
        "setup.worst_path.class": "reg2out",
        "required_ns": 3.20,
        "cp_cell_sequence": "ha_1, xnor2_1, or2_2, nor2_1, clkdlybuf4s50_1",
        "slowest_stage": "dfrtp_1",
        "crit_arrival_ns": 2.52,
        "cp_slowest_stage_delay_ns": 0.72,
        "crit_buf_inv": 1,
        "cp_top_family": "flip-flops",
    },
    "floorplanning": {
        "fp-utilization": 0.422,
        "die_x_um": 82.0,
        "chipArea_um2": 6720,
        "fp.dieH_um": 82.0,
        "core_um2": 6060,
        "ios": 17,
        "core.rowCount": 28,
    },
    "global_route": {
        "gr-total-overflow": 0,
        "grt_first_pass_wirelength_mm": 7.35,
        "grt_max_degree": 32,
        "grt_pass1_vias": 1436,
        "grtUsageTotal": 0.162,
        "antenna_found_initial": 0,
    },
    "logic_synthesis": {
        "synthCells": 164,
        "mappedNetlistArea_um2": 2560,
        "synth_flop_count": 62,
        "ff_type": "edfxtp_1",
        "ys_seq_share": 0.669,
        "ys_cells": 164,
        "synth_cell_types": 33,
        "edf_count": 32,
        "async_flop_share": 0.484,
        "yosys_warnings": 2,
        "syn-mean-instance-area_um2": 15.6,
        "ys_chip_area_um2": 2560,
    },
    "placement": {
        "port_buffers": 15,
        "place.gp.congestion": 0.833,
        "dp_hpwl_mm": 3.24,
        "pre_cts_ws_ns": 0.958,
        "place_inst": 253,
    },
    "route": {
        "drtAntennaViolNets": 0,
        "first_iter_violations": 66,
        "antenna_cells": 0,
        "vias": 1395,
        "routed_wl_mm": 4.56,
        "firstDrtPassIters": 6,
        "drc": 0,
        "wl_per_cell_um": 17.2,
        "vias_per_cell": 5.26,
    },
    "cts": {
        "cts.sinks": 62,
        "cts_tree": "yes",
        "post_cts_buffers": 0,
        "cts.repair.resized": 0,
        "postCtsHoldBufs": 0,
        "clk_pin_slew_ns": 0.07,
    },
    "timing": {
        "fin_skew_ns": 0.00610,
        "max_slew.worst_pin.slew_ns": 0.588,
        "setup_viol": 0,
        "final.setup.tns_ns": 0,
        "finalWorstSetupSlack_ns": 0.683,
        "rsz0062_at_grt": "no",
        "relSlewSlack": 0.608,
        "timing.final.hold_violations": 0,
        "finalMaxSlewViolations": 0,
    },
    "status": {
        "status": "completed",
    },
    "power_and_ir_drop": {
        "powerDensity_nw_per_um2": 767,
        "ir_drop_mv": 0.365,
        "leakagePower_uw": 0.00120,
    },
    "flow_run": {
        "tool_warnings": 36,
        "maxCapViolCount": 0,
    },
    "hold_path": {
        "hold_class": "reg2reg",
    },
}
-- synth_stat cells, types with 3 or more instances --
library cell	n	area [um^2]
nor2_1	3	11.3
and3_1	10	62.6
mux2_2	6	67.6
and2_1	3	18.8
a22oi_1	3	22.5
ha_1	16	200
inv_1	11	41.3
o21ai_0	4	20.0
o32ai_1	3	26.3
a22o_1	3	26.3
edfxtp_1	32	961
xnor2_1	6	52.6
nand2_1	4	15.0
xor2_1	6	52.6
dfrtp_1	30	751
a222oi_1	5	50.1
-- routing by layer --
layer  vias to the layer above  GRT usage  share of wire
met5                         -          0              0
met4                         0     0.0281          0.020
met3                        10     0.0620          0.070
met2                        50      0.243           0.46
met1                       682      0.242           0.45
li1                        653          -              -
-- through the flow --
stage / total power [uW] / hold slack, ns / area (um^2)
3_5_place_dp: 1840 / 0.335 / 2800
3_3_place_gp: 1830 / 0.334 / 2800
6_report: 2260 / 0.350 / 2940
2_1_floorplan: 1580 / 0.331 / 2560
4_1_cts: 2280 / 0.351 / 2940
5_1_grt: 2420 / 0.363 / 2940
-- state kept, by name, indices dropped and copies added, names as in the netlist --
name	count
FIFO	32
data_out	4
wr_ptr	4
wr_ptr_sync1	4
overflow	1
underflow	1
wr_ptr_sync0	4
rd_ptr_sync0	4
rd_ptr_sync1	4
rd_ptr	4
-- worst paths after layout --
kind                                      startpoint                   endpoint  slack, ns  cells past startpoint
max in group clk1              wr_ptr[0]$_DFFE_PN0P_       FIFO[0][3]$_DFFE_PP_       1.73                      6
hold reg to reg            wr_ptr_sync0[2]$_DFF_PN0_  wr_ptr_sync1[2]$_DFF_PN0_       0.35                      0
min in group asynchronous                      rst_n  rd_ptr_sync0[3]$_DFF_PN0_       0.89                      2
setup reg to reg               wr_ptr[0]$_DFFE_PN0P_       FIFO[0][3]$_DFFE_PP_       1.73                      6
min in group clk1          rd_ptr_sync0[1]$_DFF_PN0_  rd_ptr_sync1[1]$_DFF_PN0_       0.35                      0
setup / recovery               rd_ptr[2]$_DFFE_PN0P_                      empty       0.68                      5
hold / removal             wr_ptr_sync0[2]$_DFF_PN0_  wr_ptr_sync1[2]$_DFF_PN0_       0.35                      0
max in group asynchronous                      rst_n    data_out[3]$_DFFE_PN0P_       2.78                      2
-- cell type report --
type / instances / area [um^2] / area share
Clock inverter: 4 / 30.0 / 0.0102
Multi-Input combinational cell: 89 / 795 / 0.270
Tap cell: 75 / 93.8 / 0.0319
Sequential cell: 62 / 1710 / 0.582
Clock buffer: 8 / 110 / 0.0375
Inverter: 11 / 41.3 / 0.0140
Timing Repair Buffer: 16 / 158 / 0.0536
-- kinds of logic (layout without fill, tap and decap cells) --
logic type | Yosys count | in the layout | share of synthesized area
compound gates | 24 | 24 | 0.0851
simple gates | 27 | 27 | 0.0587
fa+ha+maj | 16 | 16 | 0.0783
mux | 9 | 9 | 0.0386
xor+xnor | 13 | 13 | 0.0499
buf+inv | 13 | 39 | 0.0201
flops | 62 | 62 | 0.669
-- power breakdown --
| group | switching, uW | internal, uW | total (uW) |
|---|---|---|---|
| combinational | 419 | 418 | 837 |
| sequential | 141 | 856 | 997 |
| clock | 224 | 196 | 421 |
| total | 784 | 1470 | 2260 |
No activity file was given, so power comes from the tool's default toggle rates.
